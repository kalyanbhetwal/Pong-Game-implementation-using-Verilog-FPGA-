### ./config.mk
export PLATFORM = sky130hd
export DESIGN_NAME = Pixel_data
export DESIGN_NICKNAME = Pixel_data
export VERILOG_FILES = /design/flow/design.v
export SDC_FILE = /design/flow/constraint.sdc
export NUM_CORES = 4
export LEC_CHECK = 1
export CORE_UTILIZATION = 50
### ./constraint.sdc
current_design Pixel_data

set clk_period 3.2
set clk_io_pct 0.2

create_clock -name clk0 -period $clk_period [get_ports {clk}]

set non_clock_inputs [all_inputs -no_clocks]
set_input_delay [expr $clk_period * $clk_io_pct] -clock clk0 $non_clock_inputs
set_output_delay [expr $clk_period * $clk_io_pct] -clock clk0 [all_outputs]
### ./design.v
`timescale 1ns / 1ps
module Pixel_data(
	 input clk,
	 input reset,
    input [9:0] x_pos,
    input [9:0] y_pos,
	 input [7:0] data,
    output reg [3:0] RED,
    output reg [3:0] GREEN,
    output reg [3:0] BLUE,
	 output reg [2:0]address
    );
reg[2:0]x;
wire[9:0]ball_x_left;
wire[9:0]ball_x_right;
wire[9:0]ball_y_top;
wire[9:0]ball_y_buttom;
reg signed[31:0] delta_x;
reg signed[31:0] delta_y;
wire[9:0]ball_x;
wire[9:0]ball_y;
reg [9:0]ball_rx;
reg [9:0]ball_ry;
parameter[3:0]ball_size=8;
localparam xinc1 = +1;
localparam xdec1 = -1;
localparam yinc1 = +1;
localparam ydec1 =-1;
wire refresh_clk;
assign ball_x_left   = ball_rx;
assign ball_x_right  = ball_x_left + 8- 1;
assign ball_y_top    = ball_ry;
assign ball_y_buttom = ball_y_top + 8- 1;
always@(*)
begin
if(ball_ry<1)
delta_y=yinc1;
else if(ball_ry>479)
delta_y=ydec1;
else if(ball_rx<1)
delta_x=xinc1;
else if(ball_rx>638)
delta_x=xdec1;
end
always@(posedge clk or posedge reset)begin
	if(reset)begin
		ball_rx=300;
		ball_ry=400;
	end
else 
   begin
	ball_rx=ball_x;
	ball_ry=ball_y;
	end
end
always@(posedge clk )
begin
    if(  y_pos >=ball_y_top && y_pos <=ball_y_buttom  && x_pos>=ball_x_left && x_pos<=ball_x_right)
	 begin
	 address<=y_pos[2:0]-ball_y_top[2:0];
	 x<=x_pos[2:0]-ball_x_left[2:0];
	      if(data[x]==1'b1)
			begin
			RED=4'b1111;
	      GREEN=4'b0000;
	      BLUE=4'b1111;
			end
			else begin
	      RED=4'b0000;
	      GREEN=4'b0000;
	      BLUE=4'b0000;
	      end
	end
 else begin
	 RED=4'b0000;
	 GREEN=4'b0000;
	 BLUE=4'b0000;
	 end	 	 
end
assign refresh_clk = (x_pos==0 && y_pos==460);
assign ball_x = refresh_clk?( ball_rx + delta_x):ball_rx;
assign ball_y = refresh_clk?(ball_ry + delta_y):ball_ry;
endmodule
### ./run.sh
#!/bin/bash
# OpenROAD 26Q1-2900-gdf79404cd8, Yosys 0.63+post, stock flow scripts
make -C /OpenROAD-flow-scripts/flow DESIGN_CONFIG=/design/flow/config.mk WORK_HOME=/design/flow/orfs finish
==> reports/metrics.yaml <==
timing:
  final.setup.worst_slack_ps: 208
  untimed_endpoints: 2
  finalClockPeriodUsage_pct: 93.5
  slew_headroom_pct: 49.3
  finalMaxSlewViolations: 0
  finalHoldViolCount: 0
  setup_violations: 0
  hold-worst-slack_ps: 544
  worst_pin_slew_ps: 759
  unclocked_pins: 2
  fmax_mhz: 334
  fin_crit_ps: 2990
  clock_skew_ps: 8.62
placement:
  dpl.hpwl_um: 5970
  dp_slack_ps: -0.911
  dpl_cell_area_um2: 3810
  io_buffers: 40
  globalplace.congestion: 0.854
worst_setup_path:
  critPathBufInv: 1
  cp-start-kind: "flop"
  crit_required_ps: 3180
  crit_arrival_ps: 2970
  worst_path_largest_cell_delay_ps: 550
  cp_max_fo: 6
  endpoint_kind: "flop"
  path_cells: "inv_2 > or3_1 > nor3_1 > xnor2_1 > ha_1 > a21oi_1 > o21ai_0 > a2111o_1 > a22oi_2 > o21ai_2 > nor2_4"
  crit_type: "reg -> reg"
  critPathTopFamily: "AND-OR/OR-AND gates"
  cp_slowest_cell: "dfstp_2"
synthesis:
  synth-seq-cells: 29
  ys_cells: 358
  ys_chip_area_um2: 3220
  syn_avg_cell_area_um2: 9.01
  synth.cell_area_um2: 3220
  top_area_share_pct: 22.9
  synth_top_flop_cell: "dfrtp_1"
  ys.warnings.count: 1
  edf_count: 6
  ys_async_sr_fraction_pct: 69.0
  syn_inst: 358
  yosysUniqueCellTypes: 51
  most_common_cell: "ha_1"
  top_cells_by_area: "ha_1 23%, dfrtp_1 10%, xnor2_1 7.3%, dfstp_2 5.7%, edfxtp_1 5.6%"
  yosysTopAreaCell: "ha_1"
  yosys-top-cells-count: "59 x ha_1, 33 x inv_1, 27 x xnor2_1"
finish:
  logic_area_um2: 2280
  layout-drive-gt1-share_pct: 11.4
  stdcell_area_um2: 3870
  seq_area_um2: 741
  area.growth.synth_to_final_pct: 20.1
  fillers: 524
clock_tree:
  htree_num_levels: 1
  clock-root-buffer: "clkbuf_8"
  clk_pin_slew_ps: 100
  post_cts_buffers: 0
  clkLatencyLatePin_ps: 280
  clockBufferDepth: 2
  cts_tree: "done"
  numCtsBuffers: 3
route:
  diodes: 0
  wl_per_cell_um: 14.3
  antenna_left: 0
  vias_per_cell: 5.31
  dr.pass1.iters: 4
  totalWireLength_um: 7000
  dr.first_iter.drc_count: 63
  post-route-drc-count: 0
  vias: 2592
die:
  rows: 28
  chip_area_um2: 6770
  die_h_um: 82.3
  coreArea_um2: 6060
  dieWidth_um: 82.3
  io_pins: 45
  initCoreUtil_pct: 53.2
global_route:
  met3_usage_pct: 2.34
  antenna_found_initial: 0
  track_usage_pct: 23.5
  grt-busiest-layer: "met1"
  first_global_vias: 2452
  grt_pass1_wl_um: 11800
  grt-ovfl-total: 0
  grt_use_met2_pct: 33.7
  use_met1_pct: 40.2
  grt_max_degree: 21
power_and_ir_drop:
  peakVddDrop_uv: 140
  p_per_area_nw_per_um2: 174
  power_leakage_nw: 1.79
hold_path:
  worstHoldPathType: "reg -> reg"
run:
  tool_warnings: 31
  cap_violations: 0
status:
  status: "complete, no violations"
[report_power, final]
| group | switching, W | leakage (nW) | internal [W] |
|---|---|---|---|
| combinational | 0.0000535 | 1.49 | 0.0000686 |
| clock | 0.000111 | 0.0228 | 0.0000893 |
| sequential | 0.0000000241 | 0.276 | 0.000353 |
| total | 0.000165 | 1.79 | 0.000511 |
[state kept, by name, summed over array words and instances, names as in the netlist]
| signal | cells |
|---|---|
| x | 3 |
| delta_x | 1 |
| address | 3 |
| ball_rx | 10 |
| ball_ry | 10 |
| delta_y | 1 |
| RED | 1 |
[worst paths after layout]
| kind | startpoint | endpoint | slack (ps) | depth (start not counted) |
|---|---|---|---|---|
| max | ball_ry[4]$_DFFE_PP1P_ | x[1]$_DFFE_PP_ | 210 | 11 |
| min reg2reg | ball_rx[9]$_DFFE_PP0P_ | ball_rx[9]$_DFFE_PP0P_ | 540 | 1 |
| max in group asynchronous | reset | ball_ry[1]$_DFFE_PP0P_ | 1890 | 2 |
| min | ball_rx[9]$_DFFE_PP0P_ | ball_rx[9]$_DFFE_PP0P_ | 540 | 1 |
| max reg2reg | ball_ry[4]$_DFFE_PP1P_ | x[1]$_DFFE_PP_ | 210 | 11 |
| min in group asynchronous | reset | ball_ry[9]$_DFFE_PP0P_ | 780 | 2 |
[cell type report]
type | count | area share, %
Clock buffer | 4 | 1.16
Inverter | 34 | 3.29
Multi-Input combinational cell | 283 | 58.9
Sequential cell | 29 | 19.1
Tap cell | 75 | 2.42
Timing Repair Buffer | 63 | 15.1
[stage by stage]
stage | power (W) | util (%) | instances | TNS (ps)
3_3_place_gp | 0.000481 | 62.9 | 484 | 0
4_1_cts | 0.000682 | 63.7 | 488 | 0
2_1_floorplan | 0.000419 | - | 361 | 0
3_5_place_dp | 0.000481 | 62.9 | 484 | -4.85
6_report | 0.000675 | 63.9 | 488 | 0
5_1_grt | 0.000710 | 63.9 | 488 | -26.0
[what timing repair did]
item                       CTS  global route
hold buffers                 0             0
resized                      1             4
setup endpoints to repair    6             6
[routing by layer]
| metal | routed length [um] | part of all wire, % |
|---|---|---|
| met5 | 0 | 0 |
| met4 | 59 | 0.84 |
| met3 | 291 | 4.2 |
| met2 | 2690 | 38 |
| met1 | 3950 | 57 |
[worst reg2reg max path, cell delays in order, from the launching register on]
cell and delay, ps:
dfstp_2 550, inv_2 40, or3_1 390, nor3_1 190, xnor2_1 150, ha_1 260
a21oi_1 180, o21ai_0 100, a2111o_1 380, a22oi_2 180, o21ai_2 100, nor2_4 170
[layout by cell type (no fill, tap or decap), types with 3 or more instances in the layout]
master and count:
nand2_1 22, ha_1 59, fa_1 4, or3_1 3, buf_4 22, a21oi_1 22
o21ai_1 14, nor2b_1 7, inv_1 33, nand4_1 9, clkbuf_8 3, clkdlybuf4s50_1 40
o41ai_1 4, a21o_1 7, nor3_1 13, dfstp_2 7, and3_1 4, mux2i_1 9
nor4_1 3, xnor2_1 27, o21ai_0 6, nor2_1 12, o21a_1 3, edfxtp_1 6
nand3_1 11, nand2b_1 4, xor2_1 7, conb_1 4, dfrtp_1 12
[cells by family (layout without fill, tap and decap cells)]
kind of cell,count (synthesis),after routing,synth area share (%)
compound gates,71,71,14.6
flops,27,27,22.0
latches,2,2,0.931
fa+ha+maj,63,63,25.4
buf+inv,49,101,7.22
simple gates,99,99,16.0
other cells,1,4,0.116
xor+xnor,34,34,9.24
mux,12,12,4.54
Power figures rest on the tool's default switching activity, not on a simulated workload.
